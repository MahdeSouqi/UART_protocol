[flow/run.sh]
#!/bin/bash
# OpenROAD 26Q1-2900-gdf79404cd8, Yosys 0.63+post, stock flow scripts
make -C /OpenROAD-flow-scripts/flow DESIGN_CONFIG=/design/flow/config.mk WORK_HOME=/design/flow/orfs finish
[flow/config.mk]
export PLATFORM = sky130hd
export DESIGN_NAME = uart_trasmitter
export DESIGN_NICKNAME = uart_trasmitter
export VERILOG_FILES = /design/flow/design.v
export SDC_FILE = /design/flow/constraint.sdc
export NUM_CORES = 4
export LEC_CHECK = 1
export CORE_AREA = 10 10 105 105
export DIE_AREA = 0 0 115 115
[flow/constraint.sdc]
current_design uart_trasmitter

set clk_period 2.3
set clk_io_pct 0.2

create_clock -name clk0 -period $clk_period [get_ports {tx_tick}]

set non_clock_inputs [all_inputs -no_clocks]
set_input_delay [expr $clk_period * $clk_io_pct] -clock clk0 $non_clock_inputs
set_output_delay [expr $clk_period * $clk_io_pct] -clock clk0 [all_outputs]
[flow/design.v]
module uart_trasmitter (
    input [1:0] parity_type ,
    input [3:0] frame_length ,
    input [0:0] stop_bit_type, 
    input tx_tick,
    input [7:0] data_in,
    input enable,
    output tx,
    output tx_done
);
localparam [2:0] idl=3'b000,start = 3'b001,sending = 3'b010,parity = 3'b011,stop = 3'b100;
reg [2:0] counter = 3'd0;
reg [3:0] frame_counter = 4'd0;
reg [7:0] data;
reg data_out,parity_bit = 1'b0,stop_bit = 1'b0,done = 0;
reg [2:0] state = idl;
assign tx = data_out;
assign tx_done = done;
always@(posedge tx_tick) begin
       state <= enable ? state : idl;
       case (state)
       idl : begin
            data_out <= 1'b1;
            parity_bit <= 1'b0;
            stop_bit <= 1'b0;
            frame_counter <= 4'd0;
            data <= counter == 3'd0 ? data_in : data;   
            done <= 0;
            if(enable == 1'b1)begin
                state <= start;
            end
            else begin
                state <= idl;
            end  
        end 
        start : begin  
          data_out <= 1'b0;
          state <= sending; 
          stop_bit <= 1'b0;
          frame_counter <= 4'd0; 
        end
        sending : begin
            data_out <= data[counter];
            data[counter] <= 1'bx;
            parity_bit <= data_out=== 1'bx ? 1'b0^parity_bit : data_out ^ parity_bit;
            if(frame_counter == frame_length-1)begin
                if(!parity_type == 0)begin
                    state <= parity;
                end 
                else begin
                    state <= stop;
                end
            end 
            frame_counter <= frame_counter + 1'b1;
            counter <= counter + 1'b1;
        end
        parity : begin
            if(parity_type == 2'b01 )begin
                if(parity_bit == 1'b1)begin
                    data_out<= 1'b0;
                end  
                else begin
                    data_out<= 1'b1;
                end
                state <= stop;
            end 
            else begin
               if(parity_bit == 1'b1)begin
                    data_out<= 1'b1;
                end  
                else begin
                    data_out<= 1'b0; 
                end
                state <= stop;
            end
        end
        stop : begin
            data_out <= 1'b1;
            if(stop_bit_type == 1'b0)begin
                done <= counter == frame_length && frame_length != 4'd8 ? 1'b0 : 1'b1;
                state <= idl;
            end
            if(stop_bit == 1'b1)begin
                done <= counter == frame_length && frame_length != 4'd8 ? 1'b0 : 1'b1;
                state <= idl;
            end
            stop_bit <= 1'b1;
        end
       endcase 
    end
endmodule
==> deck_impl_summary.md <==
Physical Implementation Snapshot

Run status
  • Status: completed

Global route
  • First-pass GRT wire length: 4710 µm
  • Initial antenna violation count: 0
  • Largest net degree at the start of global routing: 23
  • Vias in the first global route: 1025
  • Total GRT Usage: 4.28%
  • Gr ovfl total: 0

Clock tree
  • Post-CTS Hold Buffers: 0
  • CTS tree: built
  • Post-CTS Setup Bufs: 0
  • Max Buffers Root-to-Sink: 2
  • Number of CTS-inserted buffers: 3
  • Clk sink count: 22
  • Worst-path clk slew: 0.08 ns
  • Clk latency of the worst-skew pair: 0.26 ns
  • H-tree levels: 1
  • CTS root buf: clkbuf_8
  • Resize count post-CTS: 0

Logic synthesis
  • Fraction of registers with async set/reset: 0%
  • Gate Count Post-Synth: 135
  • Yosys warnings: 1
  • Post-Syn Area per Cell: 9.74 µm²
  • Post-synthesis cell area: 1320 µm²
  • Chip Area, Yosys: 1320 µm²
  • Number of enable flip-flop cells: 19
  • Post-synth top flop: edfxtp_1
  • Seq/Total Area, Yosys: 48.0%
  • Number of cells in Yosys stat: 135
  • Yosys cell types: 29
  • Ys flops: 22

Critical path
  • Critical path data required time: 2.42 ns
  • Critical path peak fanout: 3
  • Crit start category: primary input
  • Peak per-stage delay on the critical path: 0.49 ns
  • WP data arrival: 2.12 ns
  • Critical setup path kind: primary input to flop
  • Slowest stage cell, crit path: clkdlybuf4s50_1
  • CP top delay family: buffers and inverters
  • Worst path bufs/invs: 2
  • Ordered list of cells on the worst path: clkdlybuf4s50_1 -> inv_1 -> ha_1 -> nor2b_1 -> or3_1 -> a211oi_2 -> o311ai_0
  • Critical Path Sink Type: flop

Timing
  • Fmax: 500 MHz
  • Hold_ws: 0.596 ns
  • Final clock skew: 0.00381 ns
  • Final slew viol count: 0
  • RSZ-0062 raised after global routing: no
  • Fin. Hold Viols: 0
  • PnR worst setup slack: 0.299 ns
  • Period utilization: 87.0%
  • Slew HR: 69.5%
  • Worst-Margin Slew: 0.454 ns
  • Minimum clock period: 2.00 ns
  • Final number of setup-violating endpoints: 0

Job
  • Log Warnings: 28
  • Max cap viols: 0

Drt
  • Highest Signal Layer: met4
  • Antenna Cells: 0
  • Via density per instance: 3.80
  • WL met1: 1410 µm
  • Metal2 WL: 960 µm
  • Vias: 999
  • Wirelength per Cell: 10.1 µm
  • Drt initial violations: 32
  • Post-Route WL: 2640 µm
  • Residual DRC: 0
  • First-pass iteration count of the detailed router: 4
  • Final ANT Viol Nets: 0
  • Met3 wire length: 256 µm

Placed design
  • Port Buffers: 18
  • Pre-CTS setup slack: -0.00236 ns
  • RePlAce Congestion: 0.801
  • Placed cell areas: 1640 µm²
  • Dpl cells: 259
  • DP HPWL: 2060 µm

Floorplanning
  • Starting density of the core: 15.0%
  • FP Rows: 34
  • Core footprint: 8760 µm²
  • Die Width: 115 µm
  • Die Ht: 115 µm
  • Total die size: 13200 µm²
  • Top Ports: 19

Power
  • Leak: 0.634 nW
  • Worst VDD drop: 375 µV
  • P per Cell Area: 1080 nW/µm²
  • Power, Total: 1.81 mW

Finish
  • Area Growth Syn to Fin: 27.8%
  • Most frequent cells in the layout: 21 x nand2_1, 19 x edfxtp_1, 18 x clkdlybuf4s50_1
  • Layout cells sized above 1: 7.10%
  • Most numerous logic cell after layout: nand2_1
  • Finished Layout Cells: 263
  • Final Instance Area: 1680 µm²

Hold path
  • Hold Path Class: flop to flop
where the power goes:
| group | internal (mW) | switching [mW] | leakage (nW) |
|---|---|---|---|
| Combinational | 0.322 | 0.401 | 0.396 |
| Clock | 0.123 | 0.122 | 0.0228 |
| Sequential | 0.683 | 0.161 | 0.215 |
per-stage QoR:
stage | util (%) | setup TNS, ns
finish | 19.2 | 0
global route | 19.2 | 0
CTS | 19.2 | 0
detailed placement | 18.7 | -0.00236
global placement | 18.7 | 0
floorplan | - | 0
final timing paths:
check | from | endpoint | depth (start not counted) | slack [ns]
max | frame_length[1] | state[1]$_DFF_P_ | 7 | 0.30
min | counter[0]$_DFFE_PP_ | counter[0]$_DFFE_PP_ | 1 | 0.60
max reg2reg | counter[1]$_DFFE_PP_ | data[0]$_DFFE_PP_ | 5 | 0.41
min reg2reg | counter[0]$_DFFE_PP_ | counter[0]$_DFFE_PP_ | 1 | 0.60
Yosys cell counts (4+ instances only):
cell | n | share of area (%)
xnor2_1 | 5 | 3.3
inv_1 | 11 | 3.1
edfxtp_1 | 19 | 43
nand2_1 | 21 | 6.0
nor2_1 | 11 | 3.1
xor2_1 | 7 | 4.7
ha_1 | 7 | 6.7
clkbuf_1 | 4 | 1.1
a21oi_1 | 4 | 1.5
o21ai_0 | 17 | 6.5
sequential cells by signal, indices dropped and copies added (netlist names):
signal / flops
data: 8
frame_counter: 4
counter: 3
state: 3
data_out: 1
done: 1
parity_bit: 1
stop_bit: 1
area by class of cell:
type / instances / area (µm²)
well taps: 108 / 135
repair buffers: 22 / 210
clock buffers: 4 / 45.0
flip-flops and latches: 22 / 631
inverters: 11 / 41.3
fillers: 987 / 7080
multi-input cells: 96 / 618
logic make-up (layout without fill, tap and decap cells):
group                      Yosys count  after routing  synth area share (%)
AOI/OAI and AO/OA                   29             29                  13.4
xor gates and xnor gates            12             12                  7.99
adders and majority gates            7              7                  6.66
buffers and inverters               17             37                  5.04
DFF                                 22             22                  48.0
muxes                                2              2                  3.43
and+or+nand+nor                     46             46                  15.5
routing by layer:
metal | global-route usage (%) | up-vias
li1 | - | 511
met2 | 5.78 | 39
met3 | 2.22 | 2
met4 | 0.330 | 0
met1 | 6.23 | 447
met5 | 0 | -
Power figures rest on the tool's default switching activity, not on a simulated workload.
