### ./design.v
module uart_recevier(
    input [1:0] parity_type ,
    input [3:0] frame_length ,
    input [0:0] stop_bit_type , 
    input  rx_tick,
    input  data_in,
    input  enable,
    output [7:0] rx_data,
    output rx_done
);
localparam [1:0] idl=2'b00,receving = 2'b01,parity = 2'b10,stop = 2'b11;
reg [2:0] counter = 3'd0;
reg [3:0] frame_counter = 4'd0;
reg [7:0] data;
reg done = 1'b0 , stop_bit = 1'b0,parity_bit = 1'b0;
reg [1:0] state = idl;
assign rx_done = done;
assign rx_data = done ? data : 8'bzzzz_zzzz;
always@(posedge rx_tick) begin
       state <= enable ? state : idl;
       case (state)
       idl : begin
            frame_counter <= 4'd0;
            stop_bit <= 1'b0; 
            done <= 0;
            if(data_in == 1'b0 && enable)begin
                state <= receving;
            end
            else begin
                state <= idl;
            end
        end 
        receving : begin  
            data[counter] <=  data_in === 1'bx ? data[counter] : data_in;
            parity_bit <= data_in=== 1'bx ? 1'b0^parity_bit : data_in ^ parity_bit;
            if(frame_counter == frame_length-1)begin
                if(!parity_type == 0)begin
                    state <= parity;
                end 
                else begin
                    state <= stop;
                end
            end 
            frame_counter <= frame_counter + 1'b1;
            counter <= counter + 1'b1;
        end
        parity : begin
            state <= stop;  
        end
        stop : begin
            if(stop_bit_type == 1'b0)begin 
                done <= (!(data^data)=== 1'bx) ? 1'b0 : 1'b1; 
                state <= idl;
            end
            if(stop_bit == 1'b1)begin
                done <= (!(data^data)=== 1'bx)  ? 1'b0 : 1'b1; 
                state <= idl;
            end
            stop_bit <= 1'b1;
        end
       endcase 
    end
endmodule
### ./run.sh
#!/bin/bash
# OpenROAD 26Q1-2900-gdf79404cd8, Yosys 0.63+post, stock flow scripts
make -C /OpenROAD-flow-scripts/flow DESIGN_CONFIG=/design/flow/config.mk WORK_HOME=/design/flow/orfs finish
### ./config.mk
export PLATFORM = sky130hd
export DESIGN_NAME = uart_recevier
export DESIGN_NICKNAME = uart_recevier
export VERILOG_FILES = /design/flow/design.v
export SDC_FILE = /design/flow/constraint.sdc
export NUM_CORES = 4
export LEC_CHECK = 1
export CORE_AREA = 10 10 83 83
export DIE_AREA = 0 0 93 93
### ./constraint.sdc
current_design uart_recevier

set clk_period 2.2
set clk_io_pct 0.2

create_clock -name clk0 -period $clk_period [get_ports {rx_tick}]

set non_clock_inputs [all_inputs -no_clocks]
set_input_delay [expr $clk_period * $clk_io_pct] -clock clk0 $non_clock_inputs
set_output_delay [expr $clk_period * $clk_io_pct] -clock clk0 [all_outputs]
==> results.txt <==
Numbers from the implementation run.

The synthesis stat section lists a flop and latch total of 19. After synthesis, the mean cell area works out to 12.07 sq um. The H-tree depth is 1.

The floorplan step set the die height to 93 microns. TritonRoute output was used to compute an average wire per cell of 11.65 microns. Of the synthesized area, sequential elements account for 0.4701. The leakage power in the latest report is 0.0005626 uW. The floorplan step defined a die boundary enclosing 8649 sq um. The report shows a maximum critical-path fanout of 5.

The iteration count of the initial detailed-routing pass is 4. In this run, distinct cell masters in the synthesized netlist total 32. The worst-case max-slew headroom was logged as 0.7350. The worst slack after detailed placement is 72.75 ps. The total overflow left after global routing is 0. In this run the VDD rail shows a maximum IR drop of 0.0004315 V. The ratio of routed vias to standard cells is 4.349. The maximum number of buffers from clock root to sink is 2. The master cell of the clock root buffer is sky130_fd_sc_hd__clkbuf_8.

Measured along the x axis, the die boundary spans 93 microns. The measured slew at the worst slew-check pin is 394.6 ps. The peak per-stage delay on the critical path is 580 ps. The share of the clock period used by the worst path is 0.9111. Setup repair after global routing left no endpoint under its margin. The wire length recorded after detailed routing is 2202 microns. The highest clock frequency the design can meet is 0.4989 GHz. The run reported a max-capacitance violation count of 0.

The kind of cell with the highest combined delay along the critical path is multiplexers. The synthesized netlist cell count is 97. Pin placement for this block handled 19 I/O pins. The remaining antenna violation count after routing is 0.

The placeable core region is 5140 sq um. Across the routed clock network, the largest skew measured is 4.786 ps. The count of instances resized after the clock tree is built is 0. The data arrival time at the worst-slack endpoint is 2020 ps.

STA classifies the critical path endpoint as a flip-flop. The global routing report lists combined usage of all routing layers as 0.04997. The layout has 547 filler cells. The via total after detailed routing is 822.

The Yosys chip area is 1171 sq um. The script parses the final routing iteration and logs DRC violations as 0. According to the timing report, the data required time at the worst endpoint equals 2210 ps. TritonCTS reports the number of clock sinks as 19. The share of post-route cells with drive strength above 1 is 0.1092.

The slowest cell on the critical path is sky130_fd_sc_hd__mux4_1. The source-to-sink clock delay at the later pin of the worst-skew pair is 250 ps. The flow ran to the end, and the final reports show no timing, DRC or antenna violations.

0 antenna diodes ended up in the layout. OpenROAD emitted warnings numbering 32. The power density over cell area is 1313 nW/um^2. The class of the tightest hold or removal check is reg -> reg. RePlAce ended its routability-driven mode at a weighted congestion of 0.8192. The last timing report of the flow puts the setup violation total at 0. The yosys warning tally is 2. According to the floorplan log, the row count is 26. The total clock buffers created by CTS is 3. TritonCTS built the clock tree.

After clock tree synthesis, the clock-pin slew on the worst setup and hold paths is 70 ps. The cell area after technology mapping is 1171 sq um. By startpoint and endpoint, the worst setup path is classified as reg -> reg. Listed in order, past its start point the critical path passes mux4_1, mux2_4, and2_4, a32o_1. The number of setup buffers added after CTS is 0. The number of antenna violations at the first check in global routing is 0.

The count of hold-fix buffers inserted at cts is 0. The number of buffer cells added on primary ports is 18. The number of global-route vias before repair is 772.

The count of buffering cells on the critical path with inverters included is 0. In the final timing run, aggregate negative setup slack is 0 ps. The minimum setup slack in the final design is 195.6 ps. The number of max-slew violations in the final report is 0. The wire length of the first global-routing pass is 3601 microns. The minimum period implied by the final worst setup slack is 2004 ps. The sort of element at the start of the critical path is a flip-flop. Yosys stat counts 97 cells in the synthesized netlist. The detailed router's first-iteration violation count is 21. The number of hold violations in the final report is 0.

The floorplan step records an initial core utilization of 0.2278. Once detailed placement completed, the half-perimeter wirelength came to 1749 microns. Entering global routing, the biggest net connects 12 pins. The area overhead of the layout relative to synthesis is 26.82%.
==> through the flow <==
stage	total power [uW]	cells	cell area, sq um	utilization	hold slack [ps]
6_report	1950	189	1485	0.2889	500.1
5_1_grt	2103	189	1485	0.2889	515.4
4_1_cts	1965	189	1485	0.2889	508.5
3_5_place_dp	1714	185	1439	0.2799	490.3
3_3_place_gp	1702	185	1439	0.2799	487.8
2_1_floorplan	1398	97	1171	-	491.9
==> worst reg2reg max path, stage by stage, from the launching register on <==
cell and delay, ps:
sky130_fd_sc_hd__edfxtp_1 450, sky130_fd_sc_hd__mux4_1 580, sky130_fd_sc_hd__mux2_4 300, sky130_fd_sc_hd__and2_4 170
sky130_fd_sc_hd__a32o_1 250
==> path summary, 6_finish.rpt <==
kind | from | end | slack (ps) | cells past startpoint
setup reg to reg | counter[0]$_DFFE_PP_ | data[1]$_DFFE_PN_ | 200 | 4
hold / removal | data[0]$_DFFE_PN_ | data[0]$_DFFE_PN_ | 500 | 0
hold reg to reg | data[0]$_DFFE_PN_ | data[0]$_DFFE_PN_ | 500 | 0
setup / recovery | counter[0]$_DFFE_PP_ | data[1]$_DFFE_PN_ | 200 | 4
==> kinds of logic after synthesis <==
kind of cell	count (synthesis)	share of synthesized area
XOR/XNOR	9	0.06731
buffers and inverters	13	0.04807
multiplexers	6	0.08653
flip-flops	19	0.4701
AND-OR/OR-AND	15	0.1026
adder cells (fa/ha/maj)	11	0.1175
AND/OR/NAND/NOR	24	0.1079
==> power breakdown <==
group	internal [uW]	total (uW)	switching [uW]
registers	647	809	161
clock network	126	238	112
logic	498	903	405
total	1270	1950	679
==> layer usage <==
metal | vias to the layer above | track usage | wire (microns)
li1 | 399 | - | -
met1 | 390 | 0.07242 | 1086
met2 | 31 | 0.07068 | 943
met3 | 2 | 0.02019 | 161
met4 | 0 | 0.006427 | 11
met5 | - | 0 | 0
==> layout make-up <==
| cell class | count | area, sq um | area share |
|---|---|---|---|
| Multi-Input combinational cell | 65 | 564.3 | 0.3800 |
| Sequential cell | 19 | 550.5 | 0.3707 |
| Timing Repair Buffer | 20 | 195.2 | 0.1314 |
| Tap cell | 70 | 87.58 | 0.05897 |
| Clock buffer | 3 | 41.29 | 0.02780 |
| Inverter | 11 | 41.29 | 0.02780 |
| Clock inverter | 1 | 5.005 | 0.003370 |
==> cells in the final DEF, fill, tap and decap left out, types with 2 or more instances in the layout <==
cell                               n
sky130_fd_sc_hd__nor3_1            2
sky130_fd_sc_hd__inv_1            11
sky130_fd_sc_hd__clkbuf_8          3
sky130_fd_sc_hd__a32o_1            4
sky130_fd_sc_hd__o211ai_1          3
sky130_fd_sc_hd__clkdlybuf4s50_1  18
sky130_fd_sc_hd__nand3_1           2
sky130_fd_sc_hd__nand3b_1          2
sky130_fd_sc_hd__or2_2             2
sky130_fd_sc_hd__nor2_1            5
sky130_fd_sc_hd__buf_4             2
sky130_fd_sc_hd__mux4_1            2
sky130_fd_sc_hd__xnor2_1           6
sky130_fd_sc_hd__ha_1             11
sky130_fd_sc_hd__mux2_2            3
sky130_fd_sc_hd__edfxtp_1         17
sky130_fd_sc_hd__xor2_1            3
sky130_fd_sc_hd__nand2_1           5
sky130_fd_sc_hd__a21oi_1           2
sky130_fd_sc_hd__dfxtp_1           2
==> state kept, by name, indices dropped and copies added, names as in the netlist <==
| register | cells |
|---|---|
| data | 8 |
| frame_counter | 4 |
| counter | 3 |
| state | 2 |
| done | 1 |
| stop_bit | 1 |
==> synth_stat cells <==
master | count | area (sq um)
sky130_fd_sc_hd__a21oi_1 | 2 | 10.01
sky130_fd_sc_hd__a221oi_1 | 1 | 8.760
sky130_fd_sc_hd__a311oi_1 | 1 | 8.760
sky130_fd_sc_hd__a31oi_1 | 1 | 6.260
sky130_fd_sc_hd__a32o_1 | 4 | 40.04
sky130_fd_sc_hd__and2_1 | 1 | 6.260
sky130_fd_sc_hd__and2_4 | 1 | 8.760
sky130_fd_sc_hd__and3_1 | 1 | 6.260
sky130_fd_sc_hd__buf_6 | 1 | 11.26
sky130_fd_sc_hd__clkbuf_1 | 1 | 3.750
sky130_fd_sc_hd__dfxtp_1 | 2 | 40.04
sky130_fd_sc_hd__edfxtp_1 | 17 | 510.5
sky130_fd_sc_hd__ha_1 | 11 | 137.6
sky130_fd_sc_hd__inv_1 | 11 | 41.29
sky130_fd_sc_hd__mux2_2 | 3 | 33.78
sky130_fd_sc_hd__mux2_4 | 1 | 15.01
sky130_fd_sc_hd__mux4_1 | 2 | 52.55
sky130_fd_sc_hd__nand2_1 | 5 | 18.77
sky130_fd_sc_hd__nand2b_1 | 1 | 6.260
sky130_fd_sc_hd__nand3_1 | 2 | 10.01
sky130_fd_sc_hd__nand3b_1 | 2 | 15.01
sky130_fd_sc_hd__nor2_1 | 5 | 18.77
sky130_fd_sc_hd__nor2b_1 | 1 | 6.260
sky130_fd_sc_hd__nor3_1 | 2 | 10.01
sky130_fd_sc_hd__nor3b_1 | 1 | 7.510
sky130_fd_sc_hd__o211ai_1 | 3 | 22.52
sky130_fd_sc_hd__o221ai_1 | 1 | 8.760
sky130_fd_sc_hd__o22a_1 | 1 | 8.760
sky130_fd_sc_hd__o22ai_1 | 1 | 6.260
sky130_fd_sc_hd__or2_2 | 2 | 12.51
sky130_fd_sc_hd__xnor2_1 | 6 | 52.55
sky130_fd_sc_hd__xor2_1 | 3 | 26.28
No activity file was given, so power comes from the tool's default toggle rates.
